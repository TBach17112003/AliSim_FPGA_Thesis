==> design/flow/design.v <==
module counter_7bit (
    input wire clk,           
    input wire rst,           
    input wire inc,
    output reg [6:0] count    
);
    always @(posedge clk) begin
        if (rst) begin
            count <= 7'b0;     
        end else if (inc) begin
            count <= count + 1;  
        end
    end
endmodule
module De_Biasing (
    input clk,
    input rst,
    input wire enable,
    input wire rnd,
    output valid,
    output data
);
wire Q_1, Q_2, D_3, toggle;
D_flip_flop FF_1(
    .D(rnd),
    .clk(clk),
    .rst(rst),
    .Q(Q_1)
);
D_flip_flop FF_2(
    .D(Q_1),
    .clk(clk),
    .rst(rst),
    .Q(Q_2)
);
assign valid = (Q_1 ^ Q_2) & toggle;
assign data = Q_1;
assign D_3 = enable & !toggle;
D_flip_flop FF_3(
    .D(D_3),
    .clk(clk),
    .rst(rst),
    .Q(toggle)
);
endmodule
    module Ring_Oscillator_5  (
        input wire clk,
        input wire rst,
        input wire enable_i,
        output enable_o,
        output random_o
    );
        wire Q_1, Q_2, Q_3, Q_4, Q_5;                    
        wire Q_EN_1, Q_EN_2, Q_EN_3, Q_EN_4, Q_EN_5;     
        wire Syn_1, Syn_2, Syn_3, Syn_4;                 
        D_flip_flop FF_1(
            .D(enable_i),
            .clk(clk),
            .rst(rst),
            .Q(Q_EN_1)
        );
        D_latch Inv_1 (
            .D(!Syn_1),
            .EN(Q_EN_1),
            .rst(enable_i),
            .Q(Q_1)
        );
        D_flip_flop FF_2(
            .D(Q_EN_1),
            .clk(clk),
            .rst(rst),
            .Q(Q_EN_2)
        );
        D_latch Inv_2 (
            .D(!Q_1),
            .EN(Q_EN_2),
            .rst(enable_i),
            .Q(Q_2)
        );
        D_flip_flop FF_3(
            .D(Q_EN_2),
            .clk(clk),
            .rst(rst),
            .Q(Q_EN_3)
        );
        D_latch Inv_3 (
            .D(!Q_2),
            .EN(Q_EN_3),
            .rst(enable_i),
            .Q(Q_3)
        );
        D_flip_flop FF_4(
            .D(Q_EN_3),
            .clk(clk),
            .rst(rst),
            .Q(Q_EN_4)
        );
        D_latch Inv_4 (
            .D(!Q_3),
            .EN(Q_EN_4),
            .rst(enable_i),
            .Q(Q_4)
        );
        D_flip_flop FF_5(
            .D(Q_EN_4),
            .clk(clk),
            .rst(rst),
            .Q(Q_EN_5)
        );
        D_latch Inv_5 (
            .D(!Q_4),
            .EN(Q_EN_5),
            .rst(enable_i),
            .Q(Q_5)
        );
        D_flip_flop Syn_ff_1(
            .D(Q_5),
            .clk(clk),
            .rst(rst),
            .Q(Syn_1)
        );
        assign random_o = Syn_1;
        assign enable_o = Q_EN_5;
    endmodule
    module Ring_Oscillator_7  (
        input wire clk,
        input wire rst,
        input wire enable_i,
        output enable_o,
        output random_o
    );
        wire Q_1, Q_2, Q_3, Q_4, Q_5, Q_6, Q_7;                      
        wire Q_EN_1, Q_EN_2, Q_EN_3, Q_EN_4, Q_EN_5, Q_EN_6, Q_EN_7; 
        wire Syn_1, Syn_2;                                           
        D_flip_flop FF_1(
            .D(enable_i),
            .clk(clk),
            .rst(rst),
            .Q(Q_EN_1)
        );
        D_latch Inv_1 (
            .D(!Syn_1),
            .EN(Q_EN_1),
            .rst(enable_i),
            .Q(Q_1)
        );
        D_flip_flop FF_2(
            .D(Q_EN_1),
            .clk(clk),
            .rst(rst),
            .Q(Q_EN_2)
        );
        D_latch Inv_2 (
            .D(!Q_1),
            .EN(Q_EN_2),
            .rst(enable_i),
            .Q(Q_2)
        );
        D_flip_flop FF_3(
            .D(Q_EN_2),
            .clk(clk),
            .rst(rst),
            .Q(Q_EN_3)
        );
        D_latch Inv_3 (
            .D(!Q_2),
            .EN(Q_EN_3),
            .rst(enable_i),
            .Q(Q_3)
        );
        D_flip_flop FF_4(
            .D(Q_EN_3),
            .clk(clk),
            .rst(rst),
            .Q(Q_EN_4)
        );
        D_latch Inv_4 (
            .D(!Q_3),
            .EN(Q_EN_4),
            .rst(enable_i),
            .Q(Q_4)
        );
        D_flip_flop FF_5(
            .D(Q_EN_4),
            .clk(clk),
            .rst(rst),
            .Q(Q_EN_5)
        );
        D_latch Inv_5 (
            .D(!Q_4),
            .EN(Q_EN_5),
            .rst(enable_i),
            .Q(Q_5)
        );
        D_flip_flop FF_6(
            .D(Q_EN_5),
            .clk(clk),
            .rst(rst),
            .Q(Q_EN_6)
        );
        D_latch Inv_6 (
            .D(!Q_5),
            .EN(Q_EN_6),
            .rst(enable_i),
            .Q(Q_6)
        );
        D_flip_flop FF_7(
            .D(Q_EN_6),
            .clk(clk),
            .rst(rst),
            .Q(Q_EN_7)
        );
        D_latch Inv_7 (
            .D(!Q_6),
            .EN(Q_EN_7),
            .rst(enable_i),
            .Q(Q_7)
        );
        D_flip_flop Syn_ff_1(
            .D(Q_7),
            .clk(clk),
            .rst(rst),
            .Q(Syn_1)
        );
        assign random_o = Syn_1;
        assign enable_o = Q_EN_7;
    endmodule
    module Ring_Oscillator_9  (
        input wire clk,
        input wire rst,
        input wire enable_i,
        output enable_o,
        output random_o
    );
        wire Q_1, Q_2, Q_3, Q_4, Q_5, Q_6, Q_7, Q_8, Q_9;                            
        wire Q_EN_1, Q_EN_2, Q_EN_3, Q_EN_4, Q_EN_5, Q_EN_6, Q_EN_7, Q_EN_8, Q_EN_9; 
        D_flip_flop FF_1(
            .D(enable_i),
            .clk(clk),
            .rst(rst),
            .Q(Q_EN_1)
        );
        D_latch Inv_1 (
            .D(!Syn_1),
            .EN(Q_EN_1),
            .rst(enable_i),
            .Q(Q_1)
        );
        D_flip_flop FF_2(
            .D(Q_EN_1),
            .clk(clk),
            .rst(rst),
            .Q(Q_EN_2)
        );
        D_latch Inv_2 (
            .D(!Q_1),
            .EN(Q_EN_2),
            .rst(enable_i),
            .Q(Q_2)
        );
        D_flip_flop FF_3(
            .D(Q_EN_2),
            .clk(clk),
            .rst(rst),
            .Q(Q_EN_3)
        );
        D_latch Inv_3 (
            .D(!Q_2),
            .EN(Q_EN_3),
            .rst(enable_i),
            .Q(Q_3)
        );
        D_flip_flop FF_4(
            .D(Q_EN_3),
            .clk(clk),
            .rst(rst),
            .Q(Q_EN_4)
        );
        D_latch Inv_4 (
            .D(!Q_3),
            .EN(Q_EN_4),
            .rst(enable_i),
            .Q(Q_4)
        );
        D_flip_flop FF_5(
            .D(Q_EN_4),
            .clk(clk),
            .rst(rst),
            .Q(Q_EN_5)
        );
        D_latch Inv_5 (
            .D(!Q_4),
            .EN(Q_EN_5),
            .rst(enable_i),
            .Q(Q_5)
        );
        D_flip_flop FF_6(
            .D(Q_EN_5),
            .clk(clk),
            .rst(rst),
            .Q(Q_EN_6)
        );
        D_latch Inv_6 (
            .D(!Q_5),
            .EN(Q_EN_6),
            .rst(enable_i),
            .Q(Q_6)
        );
        D_flip_flop FF_7(
            .D(Q_EN_6),
            .clk(clk),
            .rst(rst),
            .Q(Q_EN_7)
        );
        D_latch Inv_7 (
            .D(!Q_6),
            .EN(Q_EN_7),
            .rst(enable_i),
            .Q(Q_7)
        );
        D_flip_flop FF_8(
            .D(Q_EN_7),
            .clk(clk),
            .rst(rst),
            .Q(Q_EN_8)
        );
        D_latch Inv_8 (
            .D(!Q_7),
            .EN(Q_EN_8),
            .rst(enable_i),
            .Q(Q_8)
        );
        D_flip_flop FF_9(
            .D(Q_EN_8),
            .clk(clk),
            .rst(rst),
            .Q(Q_EN_9)
        );
        D_latch Inv_9 (
            .D(!Q_8),
            .EN(Q_EN_9),
            .rst(enable_i),
            .Q(Q_9)
        );
        D_flip_flop Syn_ff_1(
            .D(Q_9),
            .clk(clk),
            .rst(rst),
            .Q(Syn_1)
        );
        assign random_o = Syn_1;
        assign enable_o = Q_EN_9;
    endmodule
module RO (
    input clk,
    input rst,
    input enable_i,
    output enable_o,
    output rnd
);
wire enable_5_7, enable_7_9;
wire random_o_5, random_o_7, random_o_9;
Ring_Oscillator_5 RO_5 (
    .clk(clk),
    .rst(rst),
    .enable_i(enable_i),
    .enable_o(enable_5_7),
    .random_o(random_o_5)
);
Ring_Oscillator_7 RO_7 (
    .clk(clk),
    .rst(rst),
    .enable_i(enable_5_7),
    .enable_o(enable_7_9),
    .random_o(random_o_7)
);
Ring_Oscillator_9 RO_9 (
    .clk(clk),
    .rst(rst),
    .enable_i(enable_7_9),
    .enable_o(enable_o),
    .random_o(random_o_9)
);
assign rnd = random_o_5 ^ random_o_7 ^ random_o_9;
endmodule
module SRR (
    input wire clk,                
    input wire rst,                
    input wire enable,
    input wire load,               
    input wire data_1,
    input wire [10:0] data_8,      
    output reg [10:0] data_o     
);
    always @(posedge clk) begin
        if (rst) begin
            data_o <= 11'b1;     
        end else if (load) begin
            data_o <= data_8;  
        end else if (enable) begin
            data_o <= {data_1, data_o[7:1]};  
        end else if (!enable) begin
            data_o <= {data_o[0] ^ data_o[6], data_o[10:1]};
        end
    end
endmodule
module Sampling (
    input clk,
    input rst,
    input load,
    input enable,
    input valid,
    input data,
    input [7:0] data_8,
    output valid_o,
    output [7:0] data_o
);
wire [6:0] count;
wire sclr = (!enable | count[6]) | rst;
wire [7:0] data_out;
wire data_1_i = data ^ data_out[0] ^ data_out[6];
counter_7bit Count_0 (
    .clk(clk),
    .rst(sclr),
    .inc(valid),
    .count(count)
);
SRR LFSR (
    .clk(clk),
    .rst(sclr),
    .enable(valid),
    .load(load),
    .data_1(data_1_i),
    .data_8(data_8),
    .data_o(data_out)
);
assign data_o = data_out;
assign valid_o = count[6];
endmodule
module D_flip_flop (
    input wire D,          
    input wire clk,        
    input wire rst,        
    output reg Q           
);
    always @(posedge clk) begin
        if (rst)
            Q <= 0;       
        else
            Q <= D;       
    end
endmodule
module D_latch (
    input wire D,         
    input wire EN,        
    input wire rst,     
    output reg Q          
);
    always @ (D or EN or !rst) begin
        if (!rst)         
            Q = 0;         
        else if (EN) 
            Q = D;         
    end
endmodule
module NeoRNG (
    input clk,
    input rst,
    input enable_i,
    input load,
    input [7:0] data_8,
    output valid_o,
    output [7:0] data_o
);
wire enable_o_1_2, rnd_1_2, valid_2_3, data_2_3;
RO m1 (
    .clk(clk),
    .rst(rst),
    .enable_i(enable_i),
    .enable_o(enable_o_1_2),
    .rnd(rnd_1_2)
);
De_Biasing m2 (
    .clk(clk),
    .rst(rst),
    .enable(enable_o_1_2),
    .rnd(rnd_1_2),
    .valid(valid_2_3),
    .data(data_2_3)
);
Sampling m3 (
    .clk(clk),
    .rst(rst),
    .load(load),
    .enable(enable_i),
    .valid(valid_2_3),
    .data(data_2_3),
    .data_8(data_8),
    .valid_o(valid_o),
    .data_o(data_o)
);
endmodule
==> design/flow/config.mk <==
export PLATFORM = sky130hd
export DESIGN_NAME = NeoRNG
export DESIGN_NICKNAME = NeoRNG
export VERILOG_FILES = /design/flow/design.v
export SDC_FILE = /design/flow/constraint.sdc
export NUM_CORES = 4
export LEC_CHECK = 1
export CORE_UTILIZATION = 30
==> design/flow/run.sh <==
#!/bin/bash
# OpenROAD 26Q1-2900-gdf79404cd8, Yosys 0.63+post, stock flow scripts
make -C /OpenROAD-flow-scripts/flow DESIGN_CONFIG=/design/flow/config.mk WORK_HOME=/design/flow/orfs finish
==> design/flow/constraint.sdc <==
current_design NeoRNG

set clk_period 2.3
set clk_io_pct 0.2

create_clock -name clk0 -period $clk_period [get_ports {clk}]

set non_clock_inputs [all_inputs -no_clocks]
set_input_delay [expr $clk_period * $clk_io_pct] -clock clk0 $non_clock_inputs
set_output_delay [expr $clk_period * $clk_io_pct] -clock clk0 [all_outputs]
==> summary.txt <==
Status of the implementation.

- The wire length after detailed routing is 3110 um, for reference.
- The core area is 6830 um2, for reference.
- Pin placement for this block handled 21 I/O pins.
- The fraction of power consumed by the clock network is 37.5%, for reference.
- In the global route stage, overall resource usage came out at 9.42%.
- The final count of pins violating max slew is 0, for reference.
- The maximum buffer depth of the clock tree is 2, for reference.
- Yosys reported that registers with async set or reset make up 0%.
- The sum of overflow across all layers after global routing is 0, for reference.
- The number of global-route vias before repair is 1262, for reference.
- The violation count after the first detailed-route iteration is 72, for reference.
- The final timing summary puts the cycle share of the worst path at 70.9%.
- The hold violation total from the final report is 0, for reference.
- The layout cell share with drive strength beyond 1 is 4.85%, for reference.
- The placed cell area is 2380 um2, for reference.
- The buffer type at the clock tree root is sky130_fd_sc_hd__clkbuf_8, for reference.
- The clock-pin slew on the worst setup and hold paths is 0.09 ns, for reference.
- The relative max-transition margin is 51.0%, for reference.
- Walking the worst path, the cells encountered are clkdlybuf4s50_1.
- The max-capacitance violation count is 0, for reference.
- The power density relative to cell area is 569 nW/um2, for reference.
- At the end of routability-driven placement, the weighted congestion stood at 0.716.
- The yosys stat cell total is 215, for reference.
- The synthesis-stage register bit count is 66, for reference.
- Counting the warning lines in the Yosys log gives 7.
- For the final routed database, the setup TNS stands at 0 ns.
- Buffers added to address setup during post-CTS repair amount to 0.
- The floorplan core density is 31.4%, for reference.
- The largest register by flop count is m3.LFSR.data_o.
- The cell count after synthesis is 215, for reference.
- The critical path's top delay family is buffers and inverters, for reference.
- The number of buffer and inverter instances along the worst setup path is 1, for reference.
- Summing every instance area after synthesis gives 2140 um2.
- The library cell with the highest instance count after synthesis is sky130_fd_sc_hd__nor2b_1, for reference.
- Per the finish-stage timing summary, setup violations number 0.
- Looking at the critical path, the highest net fanout was 3.
- The area share of the largest cell type after synthesis is 42.0%, for reference.
- By startpoint and endpoint, the worst setup path is classified as register to output pin.
- The start point of the worst min-delay path is m1.RO_9.FF_5.Q, for reference.
- The final antenna diode tally reported by the flow is 0.
- The count of library flops with an enable pin is 0, for reference.
- The internal power of the cells totals 1.07 mW.
- The worst hold path belongs to the class register to register.
- STA classifies the critical path endpoint as an output pin.
- The number of vias after detailed routing is 1322, for reference.
- The largest single stage delay on the critical path is 0.50 ns.
- The synthesized design spends more area on one cell type than any other, namely sky130_fd_sc_hd__dfxtp_1.
- Counting distinct cell types in the post-synthesis netlist gives 30.
- The chip occupies 7490 um2.
- The tool warning count for the run is 25.
- Among all stages on the critical path, the largest delay is contributed by sky130_fd_sc_hd__clkdlybuf4s50_1.
- Averaged over all synthesized cells, the footprint is 9.97 um2.
- The fmax is 614 MHz, for reference.
- The number of input and output port buffers inserted is 20, for reference.
- The data arrival time of the critical path is 1.17 ns, for reference.
- The flow ran to the end, and the final reports show no timing, DRC or antenna violations.
- The switching component of the power is 0.339 mW, for reference.
- Looking at the max-slew report, the worst-margin pin has a slew of 0.730 ns.
- In this run, post-CTS hold repair placed 0 buffers.
- The initial antenna violation count is 0, for reference.
- The script extracted a total leakage power of 0.997 nW.
- Switching power as a fraction of the total was reported as 24.0%.
- The pin count of the biggest net entering global routing is 27, for reference.
- Using the TritonRoute via totals, the vias-per-cell ratio works out to 4.09.
- The category of the worst setup path launch point is a register, for reference.
- The overall power after layout is 1.41 mW, for reference.
- The average wire length per cell after detail routing is 9.61 um, for reference.
- The register with the most flip-flops in the layout has 11 of them.
- For this run the detailed placement stage logged an HPWL of 2130 um.
- The count of unclocked register or latch pins is 21, for reference.
- The post-detailed-route DRC marker count is 0, for reference.
- Per the CTS log, the maximum H-tree level is 2.
- The data required time reported for the critical path is 1.84 ns.
- The startpoint of the worst register-to-register path is m2.FF_1.Q, for reference.
- The prevailing post-synth register cell is sky130_fd_sc_hd__dfxtp_1, for reference.
- Setup slack on the worst reg-to-reg path comes out at 0.73 ns.
- Along the worst hold path, the cell count comes to 1.
- The first global-routing pass estimated 5600 um of wire.
- For reference, the placement row count at floorplan is 30.
- For reference, the top cells by count after synthesis are 67 x sky130_fd_sc_hd__nor2b_1, 45 x sky130_fd_sc_hd__dfxtp_1, 21 x sky130_fd_sc_hd__dlxtn_1.
- In the synthesis report, Yosys lists the chip area as 2140 um2.
- Looking at the power breakdown, combinational cells take 5.6% of the total.
- The reg-to-reg endpoint is m3.LFSR.data_o[10], for reference.
- Hold analysis lists the worst path endpoint as m1.RO_9.FF_6.Q.
- In this run the vertical extent of the chip is 86.6 um.
- The latest clock arrival within the worst-skew pair is 0.30 ns, for reference.
- The clock period minus worst slack is 1.63 ns, for reference.
- Across all hold checks on the routed design, the worst slack comes to 0.466 ns.
- The detailed-routing iteration count for the pre-antenna-repair pass is 4, for reference.
- By area the synthesized netlist is led by sky130_fd_sc_hd__dfxtp_1 42%, sky130_fd_sc_hd__nor2b_1 20%, sky130_fd_sc_hd__dlxtn_1 15%.
- The number of gates resized after CTS was 0.
- The number of antenna-violating nets in the routed design is 0, for reference.
- The largest registers in the layout are m3.LFSR.data_o x11, m3.Count_0.count x7.
- Per the OpenROAD floorplan log, the width of the die is 86.6 um.
- The path depth of the worst reg2reg path is 3, for reference.
- Setup repair after global routing left no endpoint under its margin.
- TritonCTS built the clock tree.
- Between clock sinks in the finished design, the worst skew comes to 0.0101 ns.
- The number of buffers added by the clock tree synthesis step is 5, for reference.
- Across the VDD grid, the largest voltage drop is 0.240 mV.
- 21 endpoints have no timing constraint.
- The flow measured a signed area growth from synthesis to layout of 15.6%.
- The post-route standard cell area excluding fillers is 2480 um2, for reference.
- Sequential cells burn 56.9% of the power.
==> worst max-delay path by stage <==
stage,start,end,slack [ns],cells after the start
6_report,m3.Count_0.count[6],valid_o,0.67,1
5_1_grt,m2.FF_1.Q,m3.LFSR.data_o[8],0.58,3
4_1_cts,m3.Count_0.count[6],valid_o,0.65,1
==> worst reg2reg max path: stages (launching register included) <==
cell and delay, ns:
sky130_fd_sc_hd__dfxtp_1 0.36, sky130_fd_sc_hd__xnor2_1 0.61, sky130_fd_sc_hd__nor2_1 0.21, sky130_fd_sc_hd__nor4_1 0.30
==> layer usage <==
metal	track usage (%)	vias up	routed length [um]
li1	-	702	-
met1	14.2	589	1650
met2	14.7	29	1250
met3	2.22	2	179
met4	1.06	0	25
met5	0	-	0
==> cells by family after synthesis <==
logic type / share of synthesized area (%)
simple gates: 27.8
flops: 42.0
buf+inv: 5.25
latches: 14.7
compound gates: 3.91
mux: 3.73
xor+xnor: 2.04
fa+ha+maj: 0.583
==> placed cells by master (no fill, tap or decap), types with 2 or more instances in the layout <==
| cell type | count |
|---|---|
| sky130_fd_sc_hd__a21oi_1 | 6 |
| sky130_fd_sc_hd__buf_4 | 3 |
| sky130_fd_sc_hd__clkbuf_8 | 5 |
| sky130_fd_sc_hd__clkdlybuf4s50_1 | 20 |
| sky130_fd_sc_hd__dfxtp_1 | 45 |
| sky130_fd_sc_hd__dlxtn_1 | 21 |
| sky130_fd_sc_hd__inv_1 | 2 |
| sky130_fd_sc_hd__inv_6 | 2 |
| sky130_fd_sc_hd__mux2i_1 | 8 |
| sky130_fd_sc_hd__nand2_1 | 5 |
| sky130_fd_sc_hd__nand2b_1 | 2 |
| sky130_fd_sc_hd__nand4_1 | 3 |
| sky130_fd_sc_hd__nor2_1 | 9 |
| sky130_fd_sc_hd__nor2b_1 | 67 |
| sky130_fd_sc_hd__nor3b_1 | 2 |
| sky130_fd_sc_hd__nor4b_1 | 2 |
| sky130_fd_sc_hd__o21ai_0 | 6 |
| sky130_fd_sc_hd__or3_1 | 4 |
| sky130_fd_sc_hd__xnor2_1 | 3 |
| sky130_fd_sc_hd__xor2_1 | 2 |
==> stage by stage <==
step	cells	utilization (%)	setup slack (ns)
after floorplan	215	-	0.981
after global placement	315	34.9	0.475
after detailed placement	315	34.9	0.464
after CTS	323	36.3	0.647
after global routing	323	36.3	0.577
final	323	36.3	0.670
==> area by class of cell <==
type                            count  area, um2
Clock buffer                        5       68.8
Inverter                            2       7.51
Sequential cell                    66       1220
Multi-Input combinational cell    128        816
Fill cell                         706       4350
Tap cell                           96        120
Clock inverter                      3       28.8
Timing Repair Buffer               23        223
==> power by group through the flow <==
stage,Clock (mW),Combinational [mW],Sequential [mW]
6_report,0.529,0.0789,0.802
5_1_grt,0.582,0.0880,0.805
4_1_cts,0.551,0.0807,0.803
Power figures rest on the tool's default switching activity, not on a simulated workload.
